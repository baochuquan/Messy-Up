## design/flow/config.mk

```make
export PLATFORM = sky130hd
export DESIGN_NAME = add_4
export DESIGN_NICKNAME = add_4
export VERILOG_FILES = /design/flow/design.v
export SDC_FILE = /design/flow/constraint.sdc
export NUM_CORES = 4
export LEC_CHECK = 1
export CORE_AREA = 10 10 70 70
export DIE_AREA = 0 0 80 80
```

## design/flow/constraint.sdc

```tcl
current_design add_4

set clk_period 1.9
set clk_io_pct 0.2

create_clock -name clk0 -period $clk_period

set non_clock_inputs [all_inputs -no_clocks]
set_input_delay [expr $clk_period * $clk_io_pct] -clock clk0 $non_clock_inputs
set_output_delay [expr $clk_period * $clk_io_pct] -clock clk0 [all_outputs]
```

## design/flow/design.v

```verilog
module add_4(X, Y, sum, C);
input [3:0] X, Y;
output [3:0] sum;
output C;
assign {C, sum} = X + Y;
endmodule
```

## design/flow/run.sh

```bash
#!/bin/bash
# OpenROAD 26Q1-2900-gdf79404cd8, Yosys 0.63+post, stock flow scripts
make -C /OpenROAD-flow-scripts/flow DESIGN_CONFIG=/design/flow/config.mk WORK_HOME=/design/flow/orfs finish
```

==> flow_summary.html <==
<h3>Flow metrics</h3>
<table>
<tr><th>Metric</th><th>Value</th></tr>
<tr><th colspan="2">Run status</th></tr>
<tr><td>Run status</td><td>finished, final reports clean</td></tr>
<tr><th colspan="2">Finish</th></tr>
<tr><td>Commonest non-fill, non-tap cells in the layout</td><td>5 x sky130_fd_sc_hd__dlygate4sd2_1, 3 x sky130_fd_sc_hd__inv_2, 3 x sky130_fd_sc_hd__ha_4</td></tr>
<tr><td>Number of sequential cells in the layout</td><td>0</td></tr>
<tr><td>Fraction of final layout cells with drive strength greater than 1</td><td>43.33%</td></tr>
<tr><td>Signed area change from the synthesized netlist to the final layout</td><td>167.9%</td></tr>
<tr><td>Most common logic cell in the routed design</td><td>sky130_fd_sc_hd__dlygate4sd2_1</td></tr>
<tr><td>Layout Utilization</td><td>10.70%</td></tr>
<tr><td>Flip-flop and latch area</td><td>0 um^2</td></tr>
<tr><td>Clock buffer count</td><td>0</td></tr>
<tr><td>Filler Cell Count</td><td>398</td></tr>
<tr><th colspan="2">Die</th></tr>
<tr><td>Boundary Pins</td><td>13</td></tr>
<tr><td>Std cell rows</td><td>21</td></tr>
<tr><td>Initial cell density of the core</td><td>3.993%</td></tr>
<tr><td>Total die area</td><td>6400 um^2</td></tr>
<tr><td>Area of the core</td><td>3416 um^2</td></tr>
<tr><td>Chip Width</td><td>80 um</td></tr>
<tr><td>Vertical die size</td><td>80 um</td></tr>
<tr><th colspan="2">Routing</th></tr>
<tr><td>Final routed DRC violation total</td><td>0</td></tr>
<tr><td>Routed Wire Length</td><td>559 um</td></tr>
<tr><td>Final ANT Viol Nets</td><td>0</td></tr>
<tr><td>DRT Pass-1 Iters</td><td>1</td></tr>
<tr><td>Routed wire per std cell</td><td>7.260 um</td></tr>
<tr><td>Via count</td><td>163</td></tr>
<tr><td>Vias per cell</td><td>2.117</td></tr>
<tr><td>Detailed router's first-iteration violation count</td><td>0</td></tr>
<tr><th colspan="2">Placement</th></tr>
<tr><td>GPL Wtd Cong</td><td>0.7671</td></tr>
<tr><td>Port-buffer cells</td><td>13</td></tr>
<tr><th colspan="2">Flow run</th></tr>
<tr><td>Count of maximum capacitance violations</td><td>0</td></tr>
<tr><td>OpenROAD warnings</td><td>32</td></tr>
<tr><th colspan="2">Timing</th></tr>
<tr><td>Top achievable clock speed</td><td>549.7 MHz</td></tr>
<tr><td>Final period demand of the worst path</td><td>1819 ps</td></tr>
<tr><td>Final tally of hold violations</td><td>0</td></tr>
<tr><td>Setup repair after global routing missed its margin</td><td>false</td></tr>
<tr><td>Slew at the pin with the worst max-slew slack</td><td>142.1 ps</td></tr>
<tr><td>Worst slew margin</td><td>90.51%</td></tr>
<tr><td>Total count of max-transition violations in the final report</td><td>0</td></tr>
<tr><td>Total Negative Setup Slacks</td><td>0 ps</td></tr>
<tr><td>Hold Worst Slack</td><td>1299 ps</td></tr>
<tr><td>Final Setup Violations</td><td>0</td></tr>
<tr><td>Part of the cycle the worst path needs</td><td>95.75%</td></tr>
<tr><th colspan="2">GRT</th></tr>
<tr><td>Vias in the first global route</td><td>155</td></tr>
<tr><td>Number of antenna violations at the first check in global routing</td><td>1</td></tr>
<tr><td>Total GRT Usage</td><td>1.525%</td></tr>
<tr><td>Largest net degree at the start of global routing</td><td>4</td></tr>
<tr><td>Global-route wire length before repair</td><td>800 um</td></tr>
<tr><td>Grt total ovfl</td><td>0</td></tr>
<tr><th colspan="2">Synthesis</th></tr>
<tr><td>Total number of yosys warnings</td><td>0</td></tr>
<tr><td>Synthesized chip area reported by yosys</td><td>136.4 um^2</td></tr>
<tr><td>Cell count listed in synth_stat.txt</td><td>16</td></tr>
<tr><td>Number of different library cells in the post-synthesis netlist</td><td>9</td></tr>
<tr><td>Synthesized area</td><td>136.4 um^2</td></tr>
<tr><td>Sequential element share of the synthesized area</td><td>0%</td></tr>
<tr><td>Average cell area after synthesis</td><td>8.524 um^2</td></tr>
<tr><td>Post-Syn Instances</td><td>16</td></tr>
<tr><th colspan="2">Setup path</th></tr>
<tr><td>Maximum fanout along the worst path</td><td>3</td></tr>
<tr><td>WP data required</td><td>1520 ps</td></tr>
<tr><td>Crit. End Element</td><td>primary output</td></tr>
<tr><td>Type of element launching the critical path</td><td>primary input</td></tr>
<tr><td>Startpoint of the worst setup timing path</td><td>X[2]</td></tr>
<tr><td>Worst Path Class, Setup</td><td>in -&gt; out</td></tr>
<tr><td>WP data arrival</td><td>1440 ps</td></tr>
<tr><th colspan="2">Power</th></tr>
<tr><td>Leak</td><td>0.1613 nW</td></tr>
<tr><td>Post-route total power</td><td>79.29 uW</td></tr>
<tr><td>Power density of the placed cells</td><td>217.0 nW/um^2</td></tr>
<tr><td>Highest ir drop seen on vdd</td><td>0.03298 mV</td></tr>
<tr><th colspan="2">Min path</th></tr>
<tr><td>Hold Crit Class</td><td>in -&gt; out</td></tr>
<tr><td>Hold Startpoint</td><td>X[3]</td></tr>
<tr><td>Min-Delay Path Depth</td><td>5</td></tr>
</table>
-- routing by layer --
layer	wire (um)	vias up	track usage, %
li1	-	82	-
met1	274	70	1.980
met2	170	11	1.926
met3	114	0	1.364
met4	0	0	0
met5	0	-	0
-- path summary, 6_finish.rpt --
check             slack (ps)      to
setup / recovery          80       C
hold / removal          1300  sum[3]
-- stage by stage --
stage               cell area [um^2]  std cells  setup slack, ps
floorplan                      136.4         16            349.5
global placement               324.1         75           -700.9
detailed placement             324.1         75           -685.1
CTS                            345.3         76            3.370
global route                   362.8         76            9.952
finish                         365.4         77            80.81
-- synthesized netlist by cell type --
library cell	n	share of area (%)
sky130_fd_sc_hd__ha_1	4	37
sky130_fd_sc_hd__a21o_1	1	5.5
sky130_fd_sc_hd__o21ai_0	1	3.7
sky130_fd_sc_hd__inv_1	4	11
sky130_fd_sc_hd__fa_1	1	15
sky130_fd_sc_hd__xnor2_1	2	13
sky130_fd_sc_hd__a21oi_2	1	6.4
sky130_fd_sc_hd__nor2b_1	1	4.6
sky130_fd_sc_hd__nand2b_1	1	4.6
-- repair_timing --
item                       in CTS  in global routing
gates resized                  31                  3
pin swaps                       5                  1
hold endpoints to repair        0                  0
setup endpoints to repair       5                  2
buffers inserted                1                  0
hold buffers                    0                  0
-- cell type report --
class | count | area (um^2) | area share [%]
inverters | 4 | 15.01 | 4.110
well taps | 46 | 57.56 | 15.75
repair buffers | 14 | 128.9 | 35.27
diodes | 1 | 2.502 | 0.6849
multi-input cells | 12 | 161.4 | 44.18
-- report_power, final --
part           switching, mW  internal, mW
Clock                      0  0.0000000703
Combinational         0.0275        0.0518
Sequential                 0             0
-- critical path, cell delays in order --
cell and delay, ps:
sky130_fd_sc_hd__dlygate4sd2_1 260, sky130_fd_sc_hd__ha_4 250, sky130_fd_sc_hd__nor2b_1 120, sky130_fd_sc_hd__o21ai_1 130, sky130_fd_sc_hd__nand2b_1 60, sky130_fd_sc_hd__dlygate4sd2_1 230
-- kinds of logic (layout without fill, tap and decap cells) --
group           Yosys count  after routing  synth area share (%)
fa+ha+maj                 5              5                 51.38
simple gates              2              2                 9.180
buf+inv                   4             18                 11.01
compound gates            3              3                 15.60
xor+xnor                  2              2                 12.85
other cells               0              1                     0
Power figures rest on the tool's default switching activity, not on a simulated workload.
